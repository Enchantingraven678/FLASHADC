==> ./design.v <==
`timescale 1ns / 1ps
module bubble_corrector#(parameter N = 255)(input  [N-1:0] therm_in,
    output [N-1:0] therm_clean
    );
    genvar i;
    generate
        for (i = 0; i < N; i = i + 1) begin : bubble_fix
            if (i == 0) begin
                assign therm_clean[i] = therm_in[i] | therm_in[i+1];
            end
            else if (i == N-1) begin
                assign therm_clean[i] = therm_in[i] | therm_in[i-1];
            end
            else begin
                assign therm_clean[i] =
                    therm_in[i] | (therm_in[i-1] & therm_in[i+1]);
            end
        end
    endgenerate
endmodule
`timescale 1ns / 1ps
module flash_adc_encoder_top #(parameter N = 255)(
    input               clk,
    input  [N-1:0]      therm_in,
    output reg [7:0]    code_out
);
    wire [N-1:0] therm_clean;
    wire [7:0]   bin_code;
    bubble_corrector #(N) u1 (
        .therm_in(therm_in),
        .therm_clean(therm_clean)
    );
    priority_encoder #(N) u2 (
        .therm(therm_clean),
        .bin_out(bin_code)
    );
    always @(posedge clk) begin
        code_out <= bin_code;
    end
endmodule
`timescale 1ns / 1ps
module priority_encoder #(parameter N = 255)(
    input  [N-1:0] therm,
    output reg [7:0] bin_out
);
    integer i;
    always @(*) begin
        bin_out = 8'd0;
        for (i = 0; i < N; i = i + 1) begin
            if (therm[i] == 1'b1)
                bin_out = i;    
        end
    end
endmodule
==> ./run.sh <==
#!/bin/bash
# OpenROAD 26Q1-2900-gdf79404cd8, Yosys 0.63+post, stock flow scripts
make -C /OpenROAD-flow-scripts/flow DESIGN_CONFIG=/design/flow/config.mk WORK_HOME=/design/flow/orfs finish
==> ./config.mk <==
export PLATFORM = sky130hd
export DESIGN_NAME = flash_adc_encoder_top
export DESIGN_NICKNAME = flash_adc_encoder_top
export VERILOG_FILES = /design/flow/design.v
export SDC_FILE = /design/flow/constraint.sdc
export NUM_CORES = 4
export LEC_CHECK = 1
export CORE_AREA = 10 10 162 162
export DIE_AREA = 0 0 172 172
==> ./constraint.sdc <==
current_design flash_adc_encoder_top

set clk_period 36.1
set clk_io_pct 0.2

create_clock -name clk0 -period $clk_period [get_ports {clk}]

set non_clock_inputs [all_inputs -no_clocks]
set_input_delay [expr $clk_period * $clk_io_pct] -clock clk0 $non_clock_inputs
set_output_delay [expr $clk_period * $clk_io_pct] -clock clk0 [all_outputs]
==> job_summary.md <==
### Flow metrics

| Metric | Value |
|---|---|
| Die X | roughly 170 um |
| Initial antenna violation count | 2 |
| Maximum fanout along the worst path | 5 |
| Vias/cell | about 5.2 |
| Slew @ Worst Pin | 799 ps |
| Setup crit start | therm_in[104] |
| Global routing usage on met3 | 3.94% |
| Top Usage Layer GRT | met2 |
| Gr usage total | between 10% and 20% |
| Num CTS Buffers | 3 |
| Post-Syn Area | 4050 sq um |
| Internal power | 0.0571 mW |
| Max reg flops | 8 |
| PD cells | around 12 nW/um^2 |
| Reg area | around 160 sq um |
| Proportion of layout cells with a drive suffix above 1 | around 2.7% |
| Top flop regs | code_out (8) |
| Max_cap viols | 0 |
| Logic pwr share | between 60% and 70% |
| Top cell excl fill/tap | clkdlybuf4s50_1 |
| Ys Warns | 2 |
| Die height | ~170 um |
| Hpwl dp | between 20 and 25 mm |
| Seq pwr share | 10.4% |
| Antenna-violating nets left | 0 |
| Buffer depth of the longest clock path | 2 |
| Cycle use final | ~27% |
| Initial Util | between 10% and 20% |
| Mapped Cells | 682 |
| Vias in the first global route | roughly 6.4k |
| Unique masters post-synth | ~61 |
| CP required | approximately 36,000 ps |
| Setup CP Type | primary input to flip-flop |
| I/O pin total | 264 |
| Net switching power | 0.0305 mW |
| CTS resizes | 0 |
| Most used flip-flop cell | dfxtp_1 |
| Unrepaired setup endpoints after global routing | no |
| Hold WC Path Type | primary input to flip-flop |
| Asr flop ratio synth | 0% |
| Initial DRC Count | ~370 |
| Area of the die | about 30,000 sq um |
| Drt pass-1 iters | 5 |
| Static leakage | roughly 2.1 nW |
| Final setup fails | 0 |
| H-tree depth | 1 |
| Met1 usage | approximately a fifth |
| Total negative slack | 0 ps |
| Crit. End Element | flip-flop |
| OpenROAD warnings | 26 |
| Met2 Resource Use GR | about a quarter |
| Layout area overhead | 75.8% |
| CTS tree | done |
| Yosys stat chip area | between 4000 and 5000 sq um |
| Clk root buf | clkbuf_16 |
| Clock transition at the registers of the reported paths | approximately 40 ps |
| Cells in synth_stat.txt | slightly below 700 |
| Top reg by flops | code_out |
| CP Launch Type | primary input |
| Via count | 6,480 |
| Clock Power Share | a little over a fifth |
| Hold Vio Cnt, Final | 0 |
| Rel. slew slack | a little under half |
| Fillers | around 2.5k |
| Post-synth seq share | under 10% |
| Synth Register Bits | 8 |
| Core Area | approximately 23,000 sq um |
| Overflow after GRT | 0 |
| Final core occ | roughly a third |
| Hold Buf Count CTS | 0 |
| Final wirelength | between 20 and 25 mm |
| Mean area per synthesized cell | 5.94 sq um |
| DR DRC count | 0 |
| Critical Path End | code_out[0] |
| Min cycle time layout | slightly below 10,000 ps |
| Setup bufs post-CTS | 0 |
| Sw Ratio | about a third |
| Avg WL per Cell | around 19 um |
| Max-slew violations | 0 |
| Critical path arrival | slightly below 10,000 ps |
| PortBufs | 262 |
| Flip-flops with a built-in enable | 0 |
| Site Rows | 55 |
| VDD IR-drop max | between 0.01 and 0.015 mV |
| Largest net degree at the start of global routing | 8 |
| Global-route wire length before repair | ~35 mm |
| Sink Count | 8 |
| Placer Congestion | between 0.8 and 0.9 |
| Fmax achieved | 103 MHz |
| Status | finished, final reports clean |
| Multi-input logic area | about 3800 sq um |
| Most numerous logic cells after layout | 262 x clkdlybuf4s50_1, 98 x nor2_1, 65 x nor4_1, 58 x nor3_1, 55 x nand2_1 |
-- area by class of cell --
type                    count  share of cell area [%]
diodes                      3                   0.105
inverters                  22                    1.16
clock buffers               3                    1.05
multi-input cells         652                    53.5
well taps                 285                    5.01
repair buffers            263                    36.9
flip-flops and latches      8                    2.25
-- power by group through the flow --
stage     logic [mW]  registers (mW)  clock network [mW]
4_1_cts       0.0598         0.00906              0.0194
5_1_grt       0.0653         0.00907              0.0196
6_report      0.0599         0.00907              0.0186
-- metrics by stage --
| stage | total power, mW | cell area [sq um] | hold slack [ps] | cells | setup WS [ps] |
|---|---|---|---|---|---|
| 2_1_floorplan | 0.0250 | 4050 | 7420 | 682 | 27330 |
| 3_3_place_gp | 0.0684 | 7040 | 7940 | 1230 | 26270 |
| 3_5_place_dp | 0.0686 | 7040 | 7940 | 1230 | 26250 |
| 4_1_cts | 0.0882 | 7110 | 7750 | 1233 | 26470 |
| 5_1_grt | 0.0940 | 7110 | 7810 | 1233 | 26270 |
| 6_report | 0.0876 | 7120 | 7740 | 1236 | 26430 |
-- synth_stat cells (3+ instances only) --
library cell,instances,share of area [%]
a311oi_1,4,0.86
o41ai_1,5,1.1
a31oi_1,10,1.5
nor4_1,65,10
or2_2,4,0.62
o211ai_1,4,0.74
nor4b_1,5,1.1
a2111oi_0,5,1.1
o2111ai_1,10,2.2
o21a_1,6,1.1
nand2_1,55,5.1
nand3_1,28,3.5
or3_1,3,0.46
o311ai_0,3,0.65
nand4_1,11,1.7
o21bai_1,4,0.74
a21oi_1,36,4.4
nor2b_1,32,4.9
nand2b_1,29,4.5
a211o_1,4,0.86
nor3_1,58,7.2
a21o_1,3,0.56
dfxtp_1,8,4.0
nor2_1,98,9.1
o21ai_0,52,6.4
nor4_2,3,0.93
or4_1,15,2.8
o31ai_1,38,7.0
inv_1,22,2.0
a211oi_1,16,3.0
o21ai_1,7,0.86
-- critical path, cell delays in order --
cell and delay [ps]:
clkdlybuf4s50_1 500, o21ai_0 170, nor4b_1 650, o2111ai_1 300, a2111oi_2 390, o211ai_1 150, o21ai_1 250, o211ai_1 130
-- worst min-delay path by stage --
stage / cells after the start / start / end / slack [ps]
CTS: 4 / therm_in[253] / code_out[1] / 7750
finish: 4 / therm_in[254] / code_out[1] / 7740
global route: 4 / therm_in[253] / code_out[1] / 7810
-- metal layers --
layer	share of wire [%]	wire length [um]
met1	45	10300
met3	8.1	1880
met5	0	0
met4	0.59	135
met2	47	10800
-- kinds of logic after synthesis --
family / share of synthesized area (%)
mux: 0.247
compound gates: 37.8
flops: 3.95
buf+inv: 2.04
simple gates: 56.0
Power figures rest on the tool's default switching activity, not on a simulated workload.
